`flow/run.sh`:
```
#!/bin/bash
# OpenROAD 26Q1-2900-gdf79404cd8, Yosys 0.63+post, stock flow scripts
make -C /OpenROAD-flow-scripts/flow DESIGN_CONFIG=/design/flow/config.mk WORK_HOME=/design/flow/orfs finish
```
`flow/config.mk`:
```
export PLATFORM = sky130hd
export DESIGN_NAME = traffic_light
export DESIGN_NICKNAME = traffic_light
export VERILOG_FILES = /design/flow/design.v
export SDC_FILE = /design/flow/constraint.sdc
export NUM_CORES = 4
export LEC_CHECK = 1
export CORE_AREA = 10 10 98 98
export DIE_AREA = 0 0 108 108
```
`flow/constraint.sdc`:
```
current_design traffic_light

set clk_period 3.7
set clk_io_pct 0.2

create_clock -name clk0 -period $clk_period [get_ports {clk}]

set non_clock_inputs [all_inputs -no_clocks]
set_input_delay [expr $clk_period * $clk_io_pct] -clock clk0 $non_clock_inputs
set_output_delay [expr $clk_period * $clk_io_pct] -clock clk0 [all_outputs]
```
`flow/design.v`:
```
module traffic_light(pass, rst, clk, R, G, Y);
input pass, rst, clk;
reg [2:0]current_state;  
output reg R, G, Y;
reg[10:0] count;
always@(posedge clk)
begin 
    if(rst || (pass && current_state != 0))
    begin 
        current_state <= 0;
        count <= 1;
        R <= 0;
        G <= 1;
        Y <= 0;
    end
    else begin
    case(current_state)
        0:  
    	    if(count == 1024)
            begin
                count <= 1;
                current_state <= 1;
                R <= 0;
                G <= 0;
                Y <= 0;            
            end
            else
            begin 
                count <= count + 1;
            end
        1:  
            if(count == 128)
            begin
                count <= 1;
                current_state <= 2;
                R <= 0;
                G <= 1;
                Y <= 0;            
            end
            else
            begin 
                count <= count + 1;
            end
        2:  
            if(count == 128)
            begin
                count <= 1;
                current_state <= 3;
                R <= 0;
                G <= 0;
                Y <= 0;            
            end
            else
            begin 
                count <= count + 1;
            end
        3:  
            if(count == 128)
            begin
                count <= 1;
                current_state <= 4;
                R <= 0;
                G <= 1;
                Y <= 0;            
            end
            else
            begin 
                count <= count + 1;
            end
        4:  
            if(count == 128)
            begin
                count <= 1; 
                current_state <= 5;
                R <= 0;
                G <= 0;
                Y <= 1;            
            end
            else
            begin 
                count <= count + 1;
            end
        5:  
            if(count == 512)
            begin
                count <= 1;
                current_state <= 6;
                R <= 1;
                G <= 0;
                Y <= 0;            
            end
            else
            begin 
                count <= count + 1;
            end
        6:  
            if(count == 1024)
            begin
                count <= 1;
                current_state <= 0;
                R <= 0;
                G <= 1;
                Y <= 0;            
            end
            else
            begin 
                count <= count + 1;
            end
        default:
		  begin
            current_state <= 0;
            count <= 1;
            R <= 0;
            G <= 1;
            Y <= 0;
		  end
	 endcase
    end
end
endmodule
```
==> out/qor.txt <==
CTS Hold Buffers Added: 0
Clk_skew: 0.00642 ns
Ys flops: 17
Core Box Area: 0.00765 mm²
Pint: 275 µW
Worst setup path endpoint: count[3]
Post-synthesis cell count: 116
Detailed Route WL: 1.81 mm
Largest net degree at the start of global routing: 17
Delay-heaviest family, CP: AND-OR/OR-AND gates
Port Buf Inserts: 5
Placer Congestion: 0.877
Clock share of power: 38.4%
CTS Sinks: 17
Slowest CP cell: nor4b_2
Register area share after synthesis: 35.7%
RSZ-0062 raised after global routing: false
First-pass GRT wire length: 3.37 mm
Combinational share of power: 7.1%
Number of vias per cell: 3.58
Max frequency: 0.500 GHz
Clock root cell: clkbuf_8
Post_cts resized: 0
FF-to-FF End: count[3]
Buf/Inv on CP: 0
DIE WIDTH: 108 µm
Cycle use final: 54.1%
Hold Vio Cnt, Final: 0
WP data required: 3.82 ns
Mapped cell area: 953 µm²
First-pass iteration count of the detailed router: 4
Setup TNS: 0 ns
I/O pins: 6
Post-CTS Setup Bufs: 0
CTS Buf Count: 3
Hold Worst Slack: 0.476 ns
CTS tree: yes
Fillers: 844
Worst-Margin Slew: 0.649 ns
GRT Overall Usage: 3.30%
Final ANT Viol Nets: 0
Hold WC Path Type: reg2reg
Distinct lib cells: 37
Status: complete, no violations
Crit. path cell count: 5
Slew Limit Fails: 0
Crit Path Category: reg2reg
Flop pwr share: 54.5%
Die height: 108 µm
Hold path start: Y
Number of cells in Yosys stat: 116
Hpwl dp: 1.29 mm
Switching share of total power: 22.0%
CP Capture Type: register
N_diodes: 0
Final setup violation count: 0
Row count: 32
Leakage: 0.000376 µW
Drc violations: 0
Vias in the first global route: 755
Yosys chip area: 953 µm²
Syn_area_per_cell: 8.22 µm²
Crit. Startpoint: count[7]
Synth warnings: 1
Critical Path Fanout Max: 10
Slew headroom: 56.7%
Total of max-cap violations: 0
Clock-pin slew on the worst setup and hold paths: 0.07 ns
Most numerous logic cells after layout: nor2_1 (19), dfxtp_1 (17), nand2_1 (9), nand3_1 (7), inv_1 (6)
CP max stage delay: 0.50 ns
Most frequent logic cell in the layout: nor2_1
Worst reg2reg setup slack: 1.70 ns
CP Data Arrival Time: 2.12 ns
Initial antenna violation count: 0
P_sw: 77.4 µW
WL/cell: 8.14 µm
H-tree levels: 1
Reg2reg start: count[7]
Share of post-route cells with drive strength above 1: 8.33%
Bufs on Longest Clock Path: 2
Grt total ovfl: 0
Initial DRC Count: 43
Floorplan utilization: 12.5%
Fin crit period: 2.00 ns
CP startpoint kind: register
Async SR Flop Fraction: 0%
Synth-to-layout area growth: 21.3%
Top_reg_cell synth: dfxtp_1
Power per cell area: 305 mW/mm²
R2r worst-path depth: 5
Clock latency (worst-skew pair): 0.25 ns
Worst vdd ir: 0.141 mV
DR vias: 794
Die Area: 0.0117 mm²
Tool warnings: 26
Cells along the critical path: nor4b_2, a22oi_1, a31o_4, o21ai_2, nor2_1
Flip-flops with a built-in enable: 0
routing by layer:
metal  share of wire, %  up-vias  GRT usage, %
met2                 40       21          5.04
li1                   -      413             -
met1                 52      358          4.54
met4               0.28        0         0.191
met3                7.1        2          1.27
met5                  0        -             0
cells by family after synthesis:
kind of cell / share of synthesized area, %
adder cells (fa/ha/maj): 2.62
buffers and inverters: 4.46
AND-OR/OR-AND: 17.2
AND/OR/NAND/NOR: 30.6
XOR/XNOR: 8.27
flip-flops: 35.7
multiplexers: 1.18
metrics by stage:
stage	cell area, µm²	worst slack [ns]	instances	power (µW)	util (%)
CTS	1160	1.69	222	359	15.1
detailed placement	1110	1.51	218	221	14.5
global placement	1110	1.52	218	221	14.5
floorplan	953	1.96	116	215	-
finish	1160	1.70	222	352	15.1
global route	1160	1.48	222	369	15.1
registers in the layout (all words and copies together) (netlist names):
name / count
count: 11
current_state: 3
R: 1
G: 1
Y: 1
synthesized netlist by cell type (2+ instances only):
| cell type | n | area [µm²] |
|---|---|---|
| a21oi_1 | 5 | 25.0 |
| xnor2_1 | 5 | 43.8 |
| nor2b_1 | 3 | 18.8 |
| ha_1 | 2 | 25.0 |
| o21ai_0 | 5 | 25.0 |
| dfxtp_1 | 17 | 340 |
| nor2_1 | 19 | 71.3 |
| and3_1 | 2 | 12.5 |
| xor2_1 | 4 | 35.0 |
| inv_1 | 6 | 22.5 |
| clkbuf_1 | 4 | 15.0 |
| nand2_1 | 9 | 33.8 |
| nor3_1 | 2 | 10.0 |
| nand4_1 | 4 | 25.0 |
| nand3_1 | 7 | 35.0 |
worst min-delay path by stage:
stage     end  slack (ns)  cells past startpoint
5_1_grt     Y        0.51                      2
4_1_cts     Y        0.48                      2
6_report    Y        0.48                      2
final cells by class:
type / count / area, µm² / area share, %
inverter: 6 / 22.5 / 1.95
tap: 102 / 128 / 11.0
clock buffer: 4 / 45.0 / 3.90
sequential: 17 / 340 / 29.4
multi-input combinational: 88 / 571 / 49.4
timing repair buffer: 5 / 50.0 / 4.33
worst register-to-register path, delay by kind of cell (launching register included):
family / cells / cell delay (ns)
flip-flops: 1 / 0.39
AND-OR/OR-AND: 3 / 0.89
AND/OR/NAND/NOR: 2 / 0.60
power by group through the flow:
stage	Clock (µW)	Sequential [µW]	Combinational, µW
4_1_cts	141	192	25.2
5_1_grt	148	193	28.3
6_report	135	192	25.0
Power and IR drop assume default switching activity.
