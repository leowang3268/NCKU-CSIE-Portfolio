==> flow/design.v <==
module Final(clk,rst,btn_left,btn_right,dot_row,dot_col,move_left,move_right,seven1,seven2,seven3);
	input clk,rst,btn_left,btn_right;
	output reg [7:0] dot_row;
	output reg [15:0] dot_col;
	output reg [6:0] seven1,seven2,seven3;
	output move_left,move_right;
	reg enable;
	reg [31:0] cnt_div,cnt_dot,cnt_player;
	reg [15:0] dot_col_buff[0:7];
	reg [15:0] player_dot_col_buff[0:7];
	reg [15:0] temp;
	reg [2:0] row_count,player_location;
	reg clk_div,clk_dot,clk_player;
	btn_control left_btn_control(clk,rst,btn_left,move_left);
	btn_control right_btn_control(clk,rst,btn_right,move_right);
	always@(posedge clk)
	begin
		if (~rst)
		begin
			cnt_div <= 32'b0;
			cnt_dot <= 32'b0;
			clk_div <= 1'b0;
			clk_dot <= 1'b0;
		end
		else
		begin
			if(cnt_div==25000000)
			begin
				cnt_div<=32'd0;
				clk_div<=~clk_div;
			end
			else
			begin
				cnt_div<=cnt_div+32'd1;
			end
			if(cnt_dot==5000)
			begin
				cnt_dot<=32'd0;
				clk_dot<=~clk_dot;
			end
			else 
			begin
				cnt_dot<=cnt_dot+32'd1;
			end
			if(cnt_player==6250000)
			begin
				cnt_player<=32'd0;
				clk_player<=~clk_player;
			end
			else
			begin
				cnt_player<=cnt_player+32'd1;
			end
		end
	end
	always@ (posedge clk_dot or negedge rst)
	begin
		if (~rst)
		begin
			dot_row <= 8'd0;
			dot_col <= 16'd0;
			row_count <= 3'd0;
		end
		else
		begin
		    row_count <= row_count + 1;
			 dot_col <= dot_col_buff[row_count] | player_dot_col_buff[row_count];
		    case (row_count)
				3'd0: dot_row <= 8'b01111111;
				3'd1: dot_row <= 8'b10111111;
				3'd2: dot_row <= 8'b11011111;
				3'd3: dot_row <= 8'b11101111;
				3'd4: dot_row <= 8'b11110111;
				3'd5: dot_row <= 8'b11111011;
				3'd6: dot_row <= 8'b11111101;
				3'd7: dot_row <= 8'b11111110;
			endcase
			if(player_dot_col_buff[player_location][15]==dot_col_buff[player_location][15] 
			|| player_dot_col_buff[player_location][14]==dot_col_buff[player_location][14]
			|| player_dot_col_buff[player_location-1][15]==dot_col_buff[player_location-1][15]
			|| player_dot_col_buff[player_location-1][14]==dot_col_buff[player_location-1][14])
			begin
					seven1 = 7'b0100001;
					seven2 = 7'b1001000;
					seven3 = 7'b0000110;
					enable <= 1;
			end
			else
			begin
					seven1 = 7'b1000000;
					seven2 = 7'b1000000;
					seven3 = 7'b1000000;
					enable <=0;
			end
		end
	end
	always@ (posedge clk_div or negedge rst)
	begin
		if(~rst)
		begin
			dot_col_buff[0] <= 16'b0001000000010000;
			dot_col_buff[1] <= 16'b0001000000010000;
			dot_col_buff[2] <= 16'b0001000000010000;
			dot_col_buff[3] <= 16'b0001000000010000;
			dot_col_buff[4] <= 16'b0000000100000001;
			dot_col_buff[5] <= 16'b0000000100000001;
			dot_col_buff[6] <= 16'b0000000100000001;
			dot_col_buff[7] <= 16'b0000000100000001;
		end
		else
		begin
		if(enable==0)
		begin
				dot_col_buff[0] <= {dot_col_buff[0][14:0],dot_col_buff[0][15]};
				dot_col_buff[1] <= {dot_col_buff[1][14:0],dot_col_buff[1][15]};
				dot_col_buff[2] <= {dot_col_buff[2][14:0],dot_col_buff[2][15]};
				dot_col_buff[3] <= {dot_col_buff[3][14:0],dot_col_buff[3][15]};
				dot_col_buff[4] <= {dot_col_buff[4][14:0],dot_col_buff[4][15]};
				dot_col_buff[5] <= {dot_col_buff[5][14:0],dot_col_buff[5][15]};
				dot_col_buff[6] <= {dot_col_buff[6][14:0],dot_col_buff[6][15]};
				dot_col_buff[7] <= {dot_col_buff[7][14:0],dot_col_buff[7][15]};	
		end
		end
	end
	always@ (posedge clk_player or negedge rst)
	begin
	if (~rst)
		begin
			player_dot_col_buff[0] <= 16'b0000000000000000;
			player_dot_col_buff[1] <= 16'b0000000000000000;
			player_dot_col_buff[2] <= 16'b0000000000000000;
			player_dot_col_buff[3] <= 16'b0000000000000000;
			player_dot_col_buff[4] <= 16'b0000000000000000;
			player_dot_col_buff[5] <= 16'b0000000000000000;
			player_dot_col_buff[6] <= 16'b1100000000000000;
			player_dot_col_buff[7] <= 16'b1100000000000000;
			player_location <= 3'd111;
		end
		else
		begin
		if(enable==0)
		begin
			if(move_left && ~move_right && player_dot_col_buff[0][15]!=1)
			begin;
					temp = player_dot_col_buff[0];
					player_dot_col_buff[0] <= player_dot_col_buff[1];
					player_dot_col_buff[1] <= player_dot_col_buff[2];
					player_dot_col_buff[2] <= player_dot_col_buff[3];
					player_dot_col_buff[3] <= player_dot_col_buff[4];
					player_dot_col_buff[4] <= player_dot_col_buff[5];
					player_dot_col_buff[5] <= player_dot_col_buff[6];
					player_dot_col_buff[6] <= player_dot_col_buff[7];
					player_dot_col_buff[7] <= temp;
					player_location <= player_location - 3'd1;
			end
			else if(move_right && ~move_left && player_dot_col_buff[7][15]!=1)
			begin
					temp = player_dot_col_buff[7];
					player_dot_col_buff[7] <= player_dot_col_buff[6];
					player_dot_col_buff[6] <= player_dot_col_buff[5];
					player_dot_col_buff[5] <= player_dot_col_buff[4];
					player_dot_col_buff[4] <= player_dot_col_buff[3];
					player_dot_col_buff[3] <= player_dot_col_buff[2];
					player_dot_col_buff[2] <= player_dot_col_buff[1];
					player_dot_col_buff[1] <= player_dot_col_buff[0];
					player_dot_col_buff[0] <= temp;
					player_location <= player_location + 3'd1;
			end
			else
			begin
			end
		end
		end
	end
endmodule
module btn_control(clk,rst,btn_signal,move);
	input clk,rst,btn_signal;
	output reg move;
	reg [31:0] cnt;
	always@(posedge clk or negedge rst)
	begin
		if (~rst)
		begin
			move <= 1'b0;
			cnt <= 32'd0;
		end
		else
		begin
			if (cnt == 12500000)
			begin
				move <= 1'b0;
				cnt <= 32'd0;
			end
			else if(cnt[7:0] == 8'd0)
			begin
				move <= (!btn_signal)? 1'b1 : move;
				cnt <= cnt + 32'b1;
			end
			else
			begin
				cnt <= cnt + 32'b1;
			end
		end
	end
endmodule
==> flow/run.sh <==
#!/bin/bash
# OpenROAD 26Q1-2900-gdf79404cd8, Yosys 0.63+post, stock flow scripts
make -C /OpenROAD-flow-scripts/flow DESIGN_CONFIG=/design/flow/config.mk WORK_HOME=/design/flow/orfs finish
==> flow/config.mk <==
export PLATFORM = sky130hd
export DESIGN_NAME = Final
export DESIGN_NICKNAME = Final
export VERILOG_FILES = /design/flow/design.v
export SDC_FILE = /design/flow/constraint.sdc
export NUM_CORES = 4
export LEC_CHECK = 1
export CORE_UTILIZATION = 30
==> flow/constraint.sdc <==
current_design Final

set clk_period 7.0
set clk_io_pct 0.2

create_clock -name clk0 -period $clk_period [get_ports {clk}]

set non_clock_inputs [all_inputs -no_clocks]
set_input_delay [expr $clk_period * $clk_io_pct] -clock clk0 $non_clock_inputs
set_output_delay [expr $clk_period * $clk_io_pct] -clock clk0 [all_outputs]
==> flow_metrics.env <==
# implementation run metrics
export IMPL_nFillCells=6874
export IMPL_synth_area_um2=21300
export IMPL_drtAntennaViolNets=0
export IMPL_min_period_ns=2.84
export IMPL_cts_made_buffers=17
export IMPL_max_cap_violations=0
export IMPL_hold_path_class="reg -> reg"
export IMPL_antenna_found_initial=1
export IMPL_cts_tree="done"
export IMPL_cp_start_kind="flop"
export IMPL_fin_tns_setup_ns=0
export IMPL_ys_cells=2000
export IMPL_diodes=0
export IMPL_syn_inst=2000
export IMPL_cp_end_kind="output port"
export IMPL_drt_total_wl_um=43300
export IMPL_fmax_mhz=352
export IMPL_flop_area_um2=11200
export IMPL_grt_max_degree=95
export IMPL_syn_to_final_growth_pct=8.78
export IMPL_clockBufferDepth=2
export IMPL_synthArstFlopShare_pct=77.7
export IMPL_final_layout_size_suffix_gt1_share_pct=12.5
export IMPL_ctsResizeCount=0
export IMPL_setup_viol=0
export IMPL_vias=14200
export IMPL_grt_pass1_wl_um=72500
export IMPL_die_area_um2=72100
export IMPL_p_per_area_nw_per_um2=88.8
export IMPL_edf_count=35
export IMPL_p_sw_share_pct=23.3
export IMPL_io_buffers=36
export IMPL_hpwlAfterDp_um=29800
export IMPL_place_ws_ns=3.73
export IMPL_route_detailed_drc=0
export IMPL_first_iter_violations=1010
export IMPL_path_buffers=1
export IMPL_die_h_um=269
export IMPL_slew_limit_headroom_pct=41.0
export IMPL_post_route_cell_area_um2=23200
export IMPL_syn_avg_cell_area_um2=10.7
export IMPL_seqPwrFrac_pct=49.2
export IMPL_vdd_ir_drop_worst_uv=157
export IMPL_synth_flops=453
export IMPL_viasPerCell=4.82
export IMPL_ys_area_um2=21300
export IMPL_leakage_nw=9.72
export IMPL_hold_violations=0
export IMPL_finClkSkew_ns=0.00605
export IMPL_worstSetupPathType="reg -> out"
export IMPL_yosys_warnings=5
export IMPL_grt_pass1_vias=13600
export IMPL_critPathMaxStageDelay_ns=0.56
export IMPL_overflow=0
export IMPL_required_ns=5.60
export IMPL_boundaryPins=51
export IMPL_cp_arrival_ns=1.44
export IMPL_synth_main_ff_cell="dfrtp_1"
export IMPL_slew_viol_final=0
export IMPL_power_switching_mw=0.480
export IMPL_crit_family="buffers and inverters"
export IMPL_clk_latency_ns=0.42
export IMPL_clock_root_buffer="clkbuf_16"
export IMPL_pwr_share_clk_pct=44.0
export IMPL_cpMaxStageDelayCell="clkdlybuf4s50_1"
export IMPL_intPower_mw=1.58
export IMPL_rows=97
export IMPL_synth_seq_share_pct=52.6
export IMPL_grt_usage_pct=12.6
export IMPL_gp_congestion=0.895
export IMPL_initCoreUtil_pct=30.4
export IMPL_placed_area_um2=22600
export IMPL_grt_setup_unrepaired="no"
export IMPL_path_cells="clkdlybuf4s50_1"
export IMPL_period_used_pct=40.6
export IMPL_path_clk_slew_ns=0.06
export IMPL_h_tree_depth=4
export IMPL_firstDrtPassIters=6
export IMPL_die_w_um=269
export IMPL_worstMarginPinSlew_ns=0.886
export IMPL_wl_per_cell_um=14.7
export IMPL_warnings=40
export IMPL_setup_ws_ns=4.16
export IMPL_cts_hold_buf=0
export IMPL_cp_max_fo=4
export IMPL_untimed_endpoints=321
export IMPL_yosys_cell_types_count=72
export IMPL_status="finished, final reports clean"
export IMPL_comb_area_um2=9470
export IMPL_post_cts_buffers=0
export IMPL_share_comb_of_total_power_pct=6.8
export IMPL_unclocked_regs=288
export IMPL_core_area_um2=70100
-- power groups by stage --
stage	clock network, mW	registers (mW)	logic [mW]
final	0.906	1.01	0.139
after global routing	0.973	1.02	0.158
after CTS	0.928	1.01	0.144
-- metal layers --
layer  share of wire (%)  track usage [%]
met5               0.016                0
met4                0.48            0.706
met3                 4.1             2.17
met2                  46             19.5
met1                  49             19.8
-- synth_stat cells, drive strengths merged, types with 2 or more instances --
| cell type | number | area [um2] |
|---|---|---|
| dfrtp | 329 | 8230 |
| nand2 | 193 | 724 |
| o21ai | 187 | 936 |
| nor2 | 175 | 662 |
| mux2 | 136 | 1530 |
| mux2i | 127 | 1270 |
| xnor2 | 79 | 699 |
| nand3 | 77 | 390 |
| xor2 | 77 | 682 |
| buf | 67 | 379 |
| dfxtp | 66 | 1320 |
| nor3 | 56 | 312 |
| clkbuf | 47 | 178 |
| nand4 | 44 | 309 |
| a21oi | 38 | 190 |
| inv | 38 | 143 |
| edfxtp | 35 | 1050 |
| and3 | 33 | 208 |
| ha | 25 | 313 |
| dfstp | 23 | 604 |
| or3 | 19 | 119 |
| a31oi | 15 | 93.8 |
| nor4b | 15 | 138 |
| nor4 | 13 | 118 |
| o311ai | 12 | 105 |
| a22oi | 9 | 67.6 |
| and2 | 9 | 56.3 |
| and4 | 8 | 70.1 |
| nor2b | 6 | 45.0 |
| a221oi | 5 | 43.8 |
| a222oi | 4 | 40.0 |
| nand2b | 4 | 40.0 |
| o2111ai | 3 | 26.3 |
| o211ai | 3 | 22.5 |
| or2 | 3 | 21.3 |
| conb | 2 | 7.51 |
| nand3b | 2 | 15.0 |
| nor3b | 2 | 20.0 |
| o221ai | 2 | 17.5 |
| or4 | 2 | 15.0 |
-- worst paths after layout --
check,startpoint,endpoint,slack (ns),cells past startpoint
max,right_btn_control.move$_DFFE_PN0P_,move_right,4.16,1
min,cnt_div[0]$_SDFF_PP0_,cnt_div[0]$_SDFF_PP0_,0.47,1
max reg2reg,cnt_player[0]$_SDFFCE_PN0P_,clk_player$_DFFE_PP_,4.65,7
min reg2reg,cnt_div[0]$_SDFF_PP0_,cnt_div[0]$_SDFF_PP0_,0.47,1
max in group asynchronous,rst,left_btn_control.cnt[17]$_DFF_PN0_,4.34,3
min in group asynchronous,rst,left_btn_control.cnt[12]$_DFF_PN0_,1.00,1
-- through the flow --
stage	power (mW)	hold WS, ns	std cells	util (%)
6_report	2.06	0.472	2939	33.0
5_1_grt	2.15	0.497	2939	33.0
4_1_cts	2.09	0.478	2939	33.0
3_5_place_dp	1.18	0.464	2907	32.2
3_3_place_gp	1.17	0.453	2907	32.2
2_1_floorplan	1.11	0.438	2012	-
-- placed cells by master (no fill, tap or decap), types with 3 or more instances in the layout --
master,count
mux2i_1,127
clkbuf_16,18
inv_1,38
a22oi_1,9
xor2_1,76
dfrtp_1,329
nor2_1,173
nor4b_1,14
mux2_2,136
and2_1,7
edfxtp_1,35
dfxtp_1,65
dfstp_2,23
clkinv_2,5
or3_1,19
and3_1,32
nand2_1,193
o2111ai_1,3
nor3_1,51
nand4_1,40
and4_1,8
buf_4,33
clkbuf_1,4
conb_1,14
a21oi_1,38
a31oi_1,15
ha_1,25
o211ai_1,3
o311ai_0,12
nand3_1,76
o21ai_0,185
nand4_2,3
nor4_1,10
a221oi_1,5
xnor2_1,78
nor2b_1,5
nor3_2,4
a222oi_1,4
clkdlybuf4s50_1,35
-- logic make-up (layout without fill, tap and decap cells) --
family	Yosys count	in the layout	synth area share (%)
other	2	14	0.0352
and+or+nand+nor	666	666	15.5
DFF	453	453	52.6
xor gates and xnor gates	156	156	6.48
muxes	263	263	13.2
buffers and inverters	152	139	3.28
AOI/OAI and AO/OA	283	283	7.44
adders and majority gates	25	25	1.47
-- registers in the layout (all words and copies together) (netlist names), 8 cells and up --
signal,count
dot_row,8
dot_col,16
right_btn_control.cnt,32
player_dot_col_buff,128
dot_col_buff,128
left_btn_control.cnt,32
cnt_div,32
cnt_dot,32
cnt_player,32
-- area by class of cell --
type,instances,share of cell area (%)
Clock inverter,10,0.448
Sequential cell,453,48.4
Multi-Input combinational cell,1407,40.8
Tap cell,940,5.07
Clock buffer,22,2.01
Inverter,38,0.615
Timing Repair Buffer,69,2.64
No activity file was given, so power comes from the tool's default toggle rates.
