===== design/flow/constraint.sdc =====
current_design lab11

set clk_period 4.0
set clk_io_pct 0.2

create_clock -name clk0 -period $clk_period [get_ports {clk}]

set non_clock_inputs [all_inputs -no_clocks]
set_input_delay [expr $clk_period * $clk_io_pct] -clock clk0 $non_clock_inputs
set_output_delay [expr $clk_period * $clk_io_pct] -clock clk0 [all_outputs]

===== design/flow/run.sh =====
#!/bin/bash
# OpenROAD 26Q1-2900-gdf79404cd8, Yosys 0.63+post, stock flow scripts
make -C /OpenROAD-flow-scripts/flow DESIGN_CONFIG=/design/flow/config.mk WORK_HOME=/design/flow/orfs finish

===== design/flow/design.v =====
module lab11(clk,rst,keypad_row,keypad_col,dot_row,dot_col,seven_seg);
	input clk,rst;
	output reg [3:0] keypad_row;
	input [3:0] keypad_col;
	output reg [7:0] dot_row,dot_col;
	output reg [6:0] seven_seg;
	reg [31:0] cnt_div,cnt_dot;
	reg [7:0] dot_col_buf[0:7];
	reg [3:0] keypad_buf;
	reg [2:0] row_count;
	reg clk_div,clk_dot;
	always@(posedge clk)
	begin
		if (~rst)
		begin
			cnt_div <= 32'b0;
			cnt_dot <= 32'b0;
			clk_div <= 1'b0;
			clk_dot <= 1'b0;
		end
		else
		begin
			if(cnt_div == 32'd250000)
			begin
				cnt_div <=32'b0;
				clk_div <= ~clk_div;
			end
			else if(cnt_div != 32'd250000)
			begin
				cnt_div <= cnt_div +32'b1;
			end
			if(cnt_dot == 32'd5000)
			begin
				cnt_dot <=32'b0;
				clk_dot <= ~clk_dot;
			end
			else if(cnt_dot != 32'd5000)
			begin
				cnt_dot <= cnt_dot +32'b1;
			end
		end
	end
	always@ (posedge clk_dot or negedge rst)
	begin
		if (~rst)
		begin
			dot_row <= 8'd0;
			dot_col <= 8'd0;
			row_count <= 3'd0;
		end
		else
		begin
		    row_count <= row_count + 1;
		    dot_col <= dot_col_buf[row_count];
		    case (row_count)
				3'd0: dot_row <= 8'b01111111;
				3'd1: dot_row <= 8'b10111111;
				3'd2: dot_row <= 8'b11011111;
				3'd3: dot_row <= 8'b11101111;
				3'd4: dot_row <= 8'b11110111;
				3'd5: dot_row <= 8'b11111011;
				3'd6: dot_row <= 8'b11111101;
				3'd7: dot_row <= 8'b11111110;
			endcase
		end
	end
	always@(posedge clk_div or negedge rst)
	begin
		if (~rst)
		begin
			keypad_row <= 4'b0111;
			keypad_buf <= 4'd0;
			dot_col_buf[0] <= 8'd0;
			dot_col_buf[1] <= 8'd0;
			dot_col_buf[2] <= 8'd0;
			dot_col_buf[3] <= 8'd0;
			dot_col_buf[4] <= 8'd0;
			dot_col_buf[5] <= 8'd0;
			dot_col_buf[6] <= 8'd0;
			dot_col_buf[7] <= 8'd0;
		end
		else
		begin
				case({keypad_row,keypad_col})			
					8'b1110_1110 : 
						begin
							keypad_buf <= 4'h7;
							dot_col_buf[6] <= 8'b00000011 | dot_col_buf[6];
							dot_col_buf[7] <= 8'b00000011 | dot_col_buf[7];
						end
					8'b1110_1101 : 
						begin
							keypad_buf <= 4'h4;
							dot_col_buf[6] <= 8'b00001100 | dot_col_buf[6];
							dot_col_buf[7] <= 8'b00001100 | dot_col_buf[7];
						end
					8'b1110_1011 : 
						begin
							keypad_buf <= 4'h1;
							dot_col_buf[6] <= 8'b00110000 | dot_col_buf[6];
							dot_col_buf[7] <= 8'b00110000 | dot_col_buf[7];
						end
					8'b1110_0111 : 
						begin
							keypad_buf <= 4'h0;
							dot_col_buf[6] <= 8'b11000000 | dot_col_buf[6];
							dot_col_buf[7] <= 8'b11000000 | dot_col_buf[7];
						end
					8'b1101_1110 : 
						begin
							keypad_buf <= 4'h8;
							dot_col_buf[4] <= 8'b00000011 | dot_col_buf[4];
							dot_col_buf[5] <= 8'b00000011 | dot_col_buf[5];
						end
					8'b1101_1101 : 
						begin
							keypad_buf <= 4'h5;
							dot_col_buf[4] <= 8'b00001100 | dot_col_buf[4];
							dot_col_buf[5] <= 8'b00001100 | dot_col_buf[5];
						end
					8'b1101_1011 :
						begin
							keypad_buf <= 4'h2;
							dot_col_buf[4] <= 8'b00110000 | dot_col_buf[4];
							dot_col_buf[5] <= 8'b00110000 | dot_col_buf[5];
						end
					8'b1101_0111 : 
						begin
							keypad_buf <= 4'ha;
							dot_col_buf[4] <= 8'b11000000 | dot_col_buf[4];
							dot_col_buf[5] <= 8'b11000000 | dot_col_buf[5];
						end
					8'b1011_1110 : 
						begin
							keypad_buf <= 4'h9;
							dot_col_buf[2] <= 8'b00000011 | dot_col_buf[2];
							dot_col_buf[3] <= 8'b00000011 | dot_col_buf[3];
						end
					8'b1011_1101 : 
						begin
							keypad_buf <= 4'h6;
							dot_col_buf[2] <= 8'b00001100 | dot_col_buf[2];
							dot_col_buf[3] <= 8'b00001100 | dot_col_buf[3];
						end
					8'b1011_1011 : 
						begin
							keypad_buf <= 4'h3;
							dot_col_buf[2] <= 8'b00110000 | dot_col_buf[2];
							dot_col_buf[3] <= 8'b00110000 | dot_col_buf[3];
						end
					8'b1011_0111 : 
						begin
							keypad_buf <= 4'hb;
							dot_col_buf[2] <= 8'b11000000 | dot_col_buf[2];
							dot_col_buf[3] <= 8'b11000000 | dot_col_buf[3];
						end
					8'b0111_1110 :  
						begin
							keypad_buf <= 4'hc;
							dot_col_buf[0] <= 8'b00000011 | dot_col_buf[0];
							dot_col_buf[1] <= 8'b00000011 | dot_col_buf[1];
						end
					8'b0111_1101 : 
						begin
							keypad_buf <= 4'hd;
							dot_col_buf[0] <= 8'b00001100 | dot_col_buf[0];
							dot_col_buf[1] <= 8'b00001100 | dot_col_buf[1];
						end
					8'b0111_1011 :
						begin
							keypad_buf <= 4'he;
							dot_col_buf[0] <= 8'b00110000 | dot_col_buf[0];
							dot_col_buf[1] <= 8'b00110000 | dot_col_buf[1];
						end
					8'b0111_0111 : 
						begin
							keypad_buf <= 4'hf;
							dot_col_buf[0] <= 8'b11000000 | dot_col_buf[0];
							dot_col_buf[1] <= 8'b11000000 | dot_col_buf[1];
						end
					default : keypad_buf <= keypad_buf;
				endcase
				case(keypad_row)
					4'b1110 : keypad_row <= 4'b1101;
					4'b1101 : keypad_row <= 4'b1011;
					4'b1011 : keypad_row <= 4'b0111;
					4'b0111 : keypad_row <= 4'b1110;
					default : keypad_row <= 4'b1110;
				endcase
		end
	end
	always@(*)
	begin
		case(keypad_buf)
		4'h0:seven_seg = 7'b1000000;
		4'h1:seven_seg = 7'b1111001;
		4'h2:seven_seg = 7'b0100100;
		4'h3:seven_seg = 7'b0110000;
		4'h4:seven_seg = 7'b0011001;
		4'h5:seven_seg = 7'b0010010;
		4'h6:seven_seg = 7'b0000010;
		4'h7:seven_seg = 7'b1111000;
		4'h8:seven_seg = 7'b0000000;
		4'h9:seven_seg = 7'b0010000;
		4'ha:seven_seg = 7'b0100000;
		4'hb:seven_seg = 7'b0000011;
		4'hc:seven_seg = 7'b1000110;
		4'hd:seven_seg = 7'b0100001;
		4'he:seven_seg = 7'b0000100;
		4'hf:seven_seg = 7'b0001110;
		endcase
	end
endmodule	

===== design/flow/config.mk =====
export PLATFORM = sky130hd
export DESIGN_NAME = lab11
export DESIGN_NICKNAME = lab11
export VERILOG_FILES = /design/flow/design.v
export SDC_FILE = /design/flow/constraint.sdc
export NUM_CORES = 4
export LEC_CHECK = 1
export CORE_UTILIZATION = 40

==> results.toml <==
# flow metrics
[routing]
drc_errors = 0
firstDrtPassIters = 4
ant_nets = 0
via_count = 3805
antenna_cells = 0
route.detailed.wl_per_inst_um = 12.8
totalWireLength_um = 9480
vias_per_cell = 5.13
drt_iter0_markers = 288

[cells_and_area]
drive_above_1_share = 0.0750
fillCellCount = 1131
most-common-layout-cells = "77 x nor2_1, 66 x dfxtp_1, 45 x nand2_1, 45 x xor2_1, 37 x nand3_1"
final_cells = 741
syn_to_final_growth_pct = 14.5
final_util = 0.477
layout_top_cell = "nor2_1"
finalInstanceArea_sq_mm = 0.00582

[synthesis]
synth_area_leader_cell = "dfxtp_1"
ys_cells = 548
logic_family = "simple AND/OR/NAND/NOR gates"
avgSynthCellArea_sq_um = 9.28
ys_sh_adder = 0.0394
ys_ff = 105
yosysTopAreaCellShare = 0.260
synthArstFlopShare = 0.371
compound_area_frac = 0.0679
synth.cell_area_sq_mm = 0.00508
syn_inst = 548
synth-main-ff-cell = "dfxtp_1"
mux_share = 0.0194
area_leaders = "dfxtp_1 26%, dfrtp_1 18%, xor2_1 7.8%, nor2_1 5.7%, ha_1 3.9%"
yosysChipArea_sq_mm = 0.00508
ys_types = 49
yosysWarningCount = 2
edf_count = 0
synthSimpleGateAreaFrac = 0.269
ys_seq_frac = 0.453
xor_share = 0.114

[clock_tree]
cts-root-buf = "clkbuf_16"
insertion_delay_ns = 0.33
cts_inserted_buffers = 9
post_cts_buffers = 0
cts.path.max_buffers = 2
postCtsResizedCells = 0
clk_pin_slew_ns = 0.05
cts_tree = "yes"
holdBufCountCts = 0
htreeDepth = 3

[pwr]
irDropWorstVdd_mv = 0.195
power.leakage_nw = 2.17
total_power_w = 0.00153
power_density_mw_per_mm2 = 262

[final_timing]
rsz0062_at_grt = "no"
untimed_endpoints = 66
slew-limit-headroom = 0.514
fin_skew_ns = 0.00625
post-route-min-period_ns = 2.32
finalSetupTns_ns = 0
setup_viol = 0
max_freq_ghz = 0.431
unclocked_pins = 39
final_hold_viol_count = 0
min_period_over_period = 0.579
tightest_slew_ns = 0.723
maxSlewViolCount = 0

[die]
dieArea_sq_mm = 0.0132
fp_util = 0.416
coreArea_sq_mm = 0.0122
dieWidth_um = 115
io_pins = 33
rows = 40
die_y_um = 115

[critical_path]
cp-start-kind = "flip-flop"
crit_fanout = 19
crit_buf_inv = 2
path_cells = "inv_1 > ha_1 > nor4b_1 > nand4_1 > nor3_1 > nand2b_1 > buf_4 > nor2_1"
max_stage_delay_ns = 0.51
crit_family = "simple AND/OR/NAND/NOR gates"
critPathKind = "reg2reg"
cp-end-kind = "flip-flop"
cp.required_ns = 4.22
cp_data_arrival_time_ns = 2.53
cp_slowest_cell = "nand2b_1"

[outcome]
outcome = "finished clean"

[global_routing]
antenna_found_initial = 0
grt_pass1_wl_um = 16300
track_usage = 0.157
grt.overflow.total = 0
grt_max_degree = 42
grt_pass1_vias = 3414

[flow_run]
drv_cap = 0
warnings = 36

[hold_path]
hold_class = "reg2reg"

[placed_design]
dpl.cell_count = 725
globalplace.congestion = 0.844
dp_hpwl_um = 6760
port-buffer-count = 32
place_area_sq_mm = 0.00552
-- metrics by stage --
stage	hold slack (ns)	setup WS, ns
after floorplan	0.453	2.30
after global placement	0.483	1.74
after detailed placement	0.494	1.69
after CTS	0.503	1.63
after global routing	0.535	1.43
final	0.497	1.68
-- final timing paths --
kind / from / slack (ns) / endpoint / depth (start not counted)
hold / removal: cnt_dot[0] / 0.50 / cnt_dot[0] / 1
setup / recovery: cnt_div[0] / 1.68 / cnt_div[15] / 8
setup reg to reg: cnt_div[0] / 1.68 / cnt_div[15] / 8
hold reg to reg: cnt_dot[0] / 0.50 / cnt_dot[0] / 1
-- layout make-up --
type                       instances  area (sq um)  area share
multi-input combinational        397          2590       0.445
sequential                       105          2300       0.395
timing repair buffer              35           338      0.0580
clock buffer                      12           256      0.0440
tap                              168           210      0.0361
inverter                          20          75.1      0.0129
clock inverter                     4          50.0     0.00859
-- where the power goes --
group          switching [W]  total (W)  internal (W)
combinational      0.0000423  0.0000646     0.0000223
sequential        0.00000831   0.000672      0.000664
clock               0.000275   0.000789      0.000515
total               0.000325    0.00153       0.00120
-- per-layer routing --
metal  vias to the layer above  GRT usage  wire [um]  share of wire
li1                       1946          -          -              -
met1                      1768      0.247       4710           0.50
met2                        81      0.244       4250           0.45
met3                        10     0.0257        399          0.042
met4                         0     0.0190        124          0.013
met5                         -          0          0              0
-- Yosys cell counts (all sizes together) (13+ instances only) --
master	count
a21oi	13
clkbuf	18
dfrtp	36
dfxtp	66
ha	16
inv	20
nand2	45
nand3	37
nand4	24
nor2	79
nor4	20
o21bai	14
xnor2	21
xor2	45
-- cell families after synthesis --
logic type	Yosys count
AOI/OAI and AO/OA	52
xor gates and xnor gates	66
adders and majority gates	16
buffers and inverters	46
DFF	105
muxes	8
and+or+nand+nor	255
-- registers in the layout (all words and copies together) (netlist names) --
register / count
clk_div: 1
row_count: 3
keypad_buf: 4
cnt_dot: 32
cnt_div: 32
dot_col_buf: 16
dot_col: 4
keypad_row: 4
clk_dot: 1
dot_row: 8
Power figures rest on the tool's default switching activity, not on a simulated workload.
